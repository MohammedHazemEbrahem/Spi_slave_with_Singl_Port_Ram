## design/flow/config.mk

```make
export PLATFORM = sky130hd
export DESIGN_NAME = spi_wrapper
export DESIGN_NICKNAME = spi_wrapper
export VERILOG_FILES = /design/flow/design.v
export SDC_FILE = /design/flow/constraint.sdc
export NUM_CORES = 4
export LEC_CHECK = 1
export CORE_UTILIZATION = 50
```

## design/flow/constraint.sdc

```tcl
current_design spi_wrapper

set clk_period 10.3
set clk_io_pct 0.2

create_clock -name clk0 -period $clk_period [get_ports {clk}]

set non_clock_inputs [all_inputs -no_clocks]
set_input_delay [expr $clk_period * $clk_io_pct] -clock clk0 $non_clock_inputs
set_output_delay [expr $clk_period * $clk_io_pct] -clock clk0 [all_outputs]
```

## design/flow/design.v

```verilog
module ram(din, clk, rst_n, rx_valid, dout, tx_valid);
parameter mem_depth=256, addr_size=8, mem_width=8;
input [9:0] din ;
input clk, rst_n, rx_valid;
output reg [addr_size-1:0] dout ;
output reg tx_valid;
reg [addr_size-1:0] addr_wr ;
reg [addr_size-1:0] addr_rd ;
reg [mem_width-1:0] mem [mem_depth-1 : 0] ;
always @(posedge clk or negedge rst_n ) begin
    if (!rst_n ) begin
        dout <= #1 8'b0 ;
        tx_valid<=0 ;
    end
    else begin
        if (rx_valid) begin
            case (din[9:8])
                2'b00: begin
                    addr_wr<=din[7:0] ;
                    tx_valid<=0 ;
                end
                2'b01: begin
                    mem[addr_wr]<=din[7:0] ;
                    tx_valid<=0 ;
                end
                2'b10: begin
                    addr_rd <=din[7:0] ;
                    tx_valid<=0 ;
                end
                2'b11: begin
                    dout<=mem[addr_rd] ;
                    tx_valid<=1 ;
                end
            endcase
        end
    end
end
endmodule
module spi_slave (mosi , miso , ss_n , rx_data , rx_valid , tx_data , tx_valid , clk , rst_n) ;
parameter IDLE = 3'b000 , CHK_CMD = 3'b001 , WRITE = 3'b010, READ_ADR = 3'b011 , READ_DATA = 3'b100 ;
input mosi , ss_n , rst_n , clk , tx_valid ;
input [7:0] tx_data ;
output reg miso, rx_valid ;
output reg [9:0] rx_data ;
reg [2:0]ns ,cs ;  
reg sel_sig ;  
integer i = 9 ;  
integer j = 7;  
(*fsm_encoding="sequential"*) 
always @(posedge clk or negedge rst_n) begin
  if (~(rst_n) ) begin
    cs<= IDLE ;
  end
  else if (rst_n ) begin
    cs<=ns ;
  end
end
always @(*) begin
  case (cs)
    IDLE:begin
      if (ss_n)
        ns=IDLE ;
      else if (~(ss_n))
        ns=CHK_CMD ;
    end
    CHK_CMD:begin
      if (ss_n==0 && mosi==0)
        ns=WRITE ;
      else if (ss_n)
        ns=IDLE ;
      else if (ss_n ==0 && mosi==1 && sel_sig==0)
        ns=READ_ADR ;
      else if (ss_n ==0 && mosi==1 && sel_sig==1)
        ns=READ_DATA ;
    end
    WRITE:begin
      if (ss_n)
        ns=IDLE ;
      else if (~ss_n && rx_data[9]==1'b0)  
        ns=WRITE ;
    end
    READ_ADR:begin
      if (ss_n==1)
        ns=IDLE ;
      else if (ss_n ==0 && rx_data[9:8]==2'b10)  
        ns=READ_ADR ;
    end
    READ_DATA:begin
      if (ss_n==1)
        ns=IDLE ;
      else if (~ss_n && rx_data [9:8] == 2'b11)  
        ns=READ_DATA ;
    end
    default: ns=IDLE ;
  endcase
end
always @(posedge clk or negedge rst_n) begin
  if (~rst_n) begin
    rx_data<=0 ;
    rx_valid<=0 ;
    miso<=0 ;
    sel_sig<=1'b0 ;
  end
  else begin
    case (cs)
      WRITE:begin
        if (i>0) begin
          rx_data[i]<=mosi ;
          i<=i-1 ;
        end
        if (i==0)begin
          rx_valid<=1 ;
          i<=10 ;
        end
        else if (i>0)
          rx_valid<=0 ;
      end
      READ_ADR:begin
        if (i>0) begin
          rx_data[i]<=mosi ;
          i<=i-1 ;
        end
        if (i==0)begin
          rx_valid<=1 ;
          i<=10 ;
        end
        else if (i!=0)begin
          rx_valid<=0 ; 
          sel_sig <=1 ;
      end
      end
      READ_DATA:begin
  if (i>=0) begin
    rx_data[i]<=mosi ;
    i<=i-1 ;
  end
  if (i==8)
    rx_valid <=1 ;
  if (i==0) begin
    rx_valid <=0 ;
    i<=10 ;
  end
  if (tx_valid==1) begin
    if (j>=0) begin
      miso<=tx_data[j] ;
      j<=j-1 ;
    end
    if(j==0) 
      j<=7;
    end  
    sel_sig<=0;
end
default: rx_data<=0;
endcase
end
end 
endmodule 
module spi_wrapper(mosi , miso ,ss_n , clk , rst_n);
input mosi , ss_n , clk , rst_n;
output miso;
wire [9:0]rx_data_w;
wire rx_valid_w,tx_valid_w;
wire [7:0]tx_data_w;
spi_slave     spi(.mosi(mosi) ,.miso(miso) ,.ss_n(ss_n) ,.rx_data(rx_data_w) ,.rx_valid(rx_valid_w) ,.tx_data(tx_data_w) ,.tx_valid(tx_valid_w) ,.clk(clk) ,.rst_n(rst_n) );
ram       mem(.din(rx_data_w),.clk(clk),.rst_n(rst_n),.rx_valid(rx_valid_w),.dout(tx_data_w),.tx_valid(tx_valid_w) );
endmodule
```

## design/flow/run.sh

```bash
#!/bin/bash
# OpenROAD 26Q1-2900-gdf79404cd8, Yosys 0.63+post, stock flow scripts
make -C /OpenROAD-flow-scripts/flow DESIGN_CONFIG=/design/flow/config.mk WORK_HOME=/design/flow/orfs finish
```

==> impl_metrics.json <==
{
  "ctsHtreeMaxLevel": 4,
  "synth.cell_area_um2": 82100,
  "untimed_endpoints": 3,
  "largest_net_degree_at_the_start_of_global_routing": 108,
  "post_placement_setup_slack_ns": 4.77,
  "synth_dominant_cell_count": "sky130_fd_sc_hd__edfxtp_1",
  "count_of_unclocked_register_or_latch_pins": 3,
  "residual_overflow_from_global_routing": 821,
  "fp.dieH_um": 407,
  "hpwl_um": 405000,
  "grt_pass1_vias": 81800,
  "floorplan.die.width_um": 407,
  "run.stop_error": "[ERROR GRT-0116] Global routing finished with congestion. Check the congestion regions in the DRC Viewer.",
  "yosysCellCount": 5064,
  "place.port_buffers": 4,
  "gp_congestion": 1.42,
  "synth.yosys.chip_area_um2": 82100,
  "num_io_pins": 5,
  "fp_util": 0.504,
  "post_synth.cell_area_avg_um2": 16.2,
  "cts_buffer_depth": 3,
  "synth-warning-count": 3,
  "edf_count": 2128,
  "netlist.top_cell.by_area": "sky130_fd_sc_hd__edfxtp_1",
  "outcome.stop_stage": "global routing (5_1_grt)",
  "grt_first_pass_wirelength_um": 852000,
  "post_synth_inst_count": 5064,
  "flop_cell": "sky130_fd_sc_hd__edfxtp_1",
  "synth.top_cell.area_share": 0.778,
  "synth_cell_types": 74,
  "cts-resized-gates": 0,
  "hold_buffers": 0,
  "cts_made_buffers": 216,
  "area_leaders": "sky130_fd_sc_hd__edfxtp_1 78%, sky130_fd_sc_hd__a22oi_1 7.2%, sky130_fd_sc_hd__nor2_1 2.8%, sky130_fd_sc_hd__nand2_1 1.0%, sky130_fd_sc_hd__clkbuf_1 0.81%",
  "ys_seq_elements": 2156,
  "async_reset_ff_frac": 0.0116,
  "cts.root.buffer_cell": "sky130_fd_sc_hd__clkbuf_16",
  "globalRouteTotalUtil": 0.859,
  "run_status": "stopped before the end",
  "post_cts_buffers": 0,
  "synth.top_cells.by_count": "2128 x sky130_fd_sc_hd__edfxtp_1, 785 x sky130_fd_sc_hd__a22oi_1, 612 x sky130_fd_sc_hd__nor2_1, 227 x sky130_fd_sc_hd__nand2_1, 177 x sky130_fd_sc_hd__clkbuf_1",
  "row_count": 148
}
## routing by layer
| metal | overflow | track usage |
|---|---|---|
| met5 | 19 | 0.720 |
| met4 | 215 | 0.783 |
| met3 | 149 | 0.836 |
| met2 | 313 | 0.931 |
| met1 | 125 | 0.850 |
## cell families after synthesis
family | Yosys count | share of synthesized area
adder cells (fa/ha/maj) | 5 | 0.000762
latches | 3 | 0.000549
AND-OR/OR-AND | 1235 | 0.114
AND/OR/NAND/NOR | 1361 | 0.0795
buffers and inverters | 242 | 0.0115
multiplexers | 15 | 0.00222
flip-flops | 2153 | 0.786
XOR/XNOR | 50 | 0.00533
## through the flow
| step | util | power (mW) | std cells | hold WS [ns] | instance area, um2 |
|---|---|---|---|---|---|
| CTS | 0.591 | 17.2 | 8074 | 0.489 | 96200 |
| detailed placement | 0.549 | 9.68 | 7677 | 0.475 | 89500 |
| global placement | 0.548 | 9.68 | 7672 | 0.469 | 89400 |
| floorplan | - | 9.67 | 5064 | 0.419 | 82100 |
Power is estimated from default activity; no workload was simulated.
